==> design/flow/run.sh <==
#!/bin/bash
# OpenROAD 26Q1-2900-gdf79404cd8, Yosys 0.63+post, stock flow scripts
make -C /OpenROAD-flow-scripts/flow DESIGN_CONFIG=/design/flow/config.mk WORK_HOME=/design/flow/orfs finish
==> design/flow/config.mk <==
export PLATFORM = sky130hd
export DESIGN_NAME = CPU
export DESIGN_NICKNAME = CPU
export VERILOG_FILES = /design/flow/design.v
export SDC_FILE = /design/flow/constraint.sdc
export NUM_CORES = 4
export LEC_CHECK = 1
export CORE_UTILIZATION = 50
==> design/flow/constraint.sdc <==
current_design CPU

set clk_period 9.1
set clk_io_pct 0.2

create_clock -name clk0 -period $clk_period [get_ports {clk}]

set non_clock_inputs [all_inputs -no_clocks]
set_input_delay [expr $clk_period * $clk_io_pct] -clock clk0 $non_clock_inputs
set_output_delay [expr $clk_period * $clk_io_pct] -clock clk0 [all_outputs]
==> design/flow/design.v <==
module ALU(
   input wire [31:0] operand_a,
	input wire [31:0] operand_b,
	input wire [2:0]  operation,
	input wire        logic_arithmetic,
	input wire        add_sub,
	output reg [31:0] alu_out
);
   always@* begin
	   case(operation)
		   'h0: begin
			   if(!add_sub) begin
				   alu_out = operand_a + operand_b; 
				end
			   else begin
				   alu_out = operand_a - operand_b; 
				end
			end
			'h1: begin
			   alu_out = operand_a << operand_b; 
			end	
			'h2: begin 
			   case({operand_a[31],operand_b[31]})
				   'h1: alu_out = 'h0;
				   'h2: alu_out = 'h1;
					default: alu_out = operand_a < operand_b ?'h1:'h0;
				endcase
			end
			'h3: begin
			   alu_out = (operand_a < operand_b)?'h1:'h0; 
			end
		   'h4: begin
			   alu_out = operand_a ^ operand_b; 
			end
		   'h5: begin
			   if(!logic_arithmetic) begin
				   alu_out = operand_a >> operand_b;
            end
	         else begin			
					case(operand_b)
				      'd0 : alu_out =      operand_a;
					   'd1 : alu_out = {    operand_a[31],operand_a[31:1]};
					   'd2 : alu_out = {{2 {operand_a[31]}},operand_a[31:2]};
					   'd3 : alu_out = {{3 {operand_a[31]}},operand_a[31:3]};
					   'd4 : alu_out = {{4 {operand_a[31]}},operand_a[31:4]};
					   'd5 : alu_out = {{5 {operand_a[31]}},operand_a[31:5]};
					   'd6 : alu_out = {{6 {operand_a[31]}},operand_a[31:6]};
					   'd7 : alu_out = {{7 {operand_a[31]}},operand_a[31:7]};
					   'd8 : alu_out = {{8 {operand_a[31]}},operand_a[31:8]};
					   'd9 : alu_out = {{9 {operand_a[31]}},operand_a[31:9]};
					   'd10: alu_out = {{10{operand_a[31]}},operand_a[31:10]};
					   'd11: alu_out = {{11{operand_a[31]}},operand_a[31:11]};
					   'd12: alu_out = {{12{operand_a[31]}},operand_a[31:12]};
					   'd13: alu_out = {{13{operand_a[31]}},operand_a[31:13]};
					   'd14: alu_out = {{14{operand_a[31]}},operand_a[31:14]};
					   'd15: alu_out = {{15{operand_a[31]}},operand_a[31:15]};
					   'd16: alu_out = {{16{operand_a[31]}},operand_a[31:16]};
					   'd17: alu_out = {{17{operand_a[31]}},operand_a[31:17]};
					   'd18: alu_out = {{18{operand_a[31]}},operand_a[31:18]};
					   'd19: alu_out = {{19{operand_a[31]}},operand_a[31:19]};
					   'd20: alu_out = {{20{operand_a[31]}},operand_a[31:20]};
					   'd21: alu_out = {{21{operand_a[31]}},operand_a[31:21]};
					   'd22: alu_out = {{22{operand_a[31]}},operand_a[31:22]};
					   'd23: alu_out = {{23{operand_a[31]}},operand_a[31:23]};
					   'd24: alu_out = {{24{operand_a[31]}},operand_a[31:24]};
					   'd25: alu_out = {{25{operand_a[31]}},operand_a[31:25]};
					   'd26: alu_out = {{26{operand_a[31]}},operand_a[31:26]};
					   'd27: alu_out = {{27{operand_a[31]}},operand_a[31:27]};
					   'd28: alu_out = {{28{operand_a[31]}},operand_a[31:28]};
					   'd29: alu_out = {{29{operand_a[31]}},operand_a[31:29]};
					   'd30: alu_out = {{30{operand_a[31]}},operand_a[31:30]};
					   'd31: alu_out = {{31{operand_a[31]}},operand_a[31]};
					   default: alu_out = 'hffff_ffff;
				   endcase
				end
		   end
			'h6: begin
			   alu_out = operand_a & operand_b; 
			end
			'h7: begin
			   alu_out = operand_a | operand_b; 
			end
		endcase
	end
endmodule 
module CPU(
   input wire        clk,
	input wire        rstn,
   input wire [31:0] operand_a,
	input wire [31:0] operand_b,
	input wire [2:0]  operation,
	input wire        logic_arithmetic, 
	input wire        add_sub,
	output reg [31:0] alu_out
);
   reg  [31:0] buf_operand_a;
	reg  [31:0] buf_operand_b;
	reg  [2:0]  buf_operation;
	reg         buf_logic_arithmetic;
	reg         buf_add_sub;
	wire [31:0] buf_alu_out;
	always@(posedge clk or negedge rstn) begin
	   if(!rstn) begin
		   buf_operand_a        <= 'h0;
			buf_operand_b        <= 'h0;
			buf_operation        <= 'h0;
			buf_logic_arithmetic <= 'h0;
			buf_add_sub          <= 'h0;
			alu_out              <= 'h0;
		end
		else begin
		   buf_operand_a 		   <= operand_a;
			buf_operand_b 		   <= operand_b;
			buf_operation 		   <= operation;
			buf_logic_arithmetic <= logic_arithmetic;
			buf_add_sub   		   <= add_sub;
			alu_out       		   <= buf_alu_out;		
		end
	end
	ALU u_ALU (
      .operand_a        (buf_operand_a),
	   .operand_b        (buf_operand_b),
	   .operation        (buf_operation),
		.logic_arithmetic (buf_logic_arithmetic), 
	   .add_sub          (buf_add_sub),
	   .alu_out          (buf_alu_out)	   
   );
endmodule 
==> results_dict.tcl <==
# collected from the flow reports
set metrics [dict create \
    layout_top_cell "nor2_1" \
    die_w_um 175 \
    ys_warn_count 2 \
    cts_tree "yes" \
    setup_viol 0 \
    cp.required_ns 9.42 \
    fp_util 0.515 \
    topCellsByArea "dfrtp_1 (17%), ha_1 (8.0%), mux2i_1 (5.4%)" \
    setup_slack_ns 4.45 \
    finalCritPeriodShare 0.511 \
    r2r_cells 11 \
    clkSinkCount 101 \
    rsz0062_at_grt "false" \
    place_ws_ns 4.77 \
    edf_count 0 \
    grt_pass1_vias 17300 \
    timing.hold.ws_ns 0.818 \
    grt_remaining_overflow 0 \
    place.gp.congestion 1.12 \
    end_kind "flip-flop" \
    fin_util 0.569 \
    r2r-end "alu_out[0]$_DFF_PN0_" \
    synthCells 1964 \
    synth.ff_latch_count 101 \
    cts_made_buffers 9 \
    critical_path_arrival_ns 4.97 \
    syn_area_um2 14900 \
    synth_seq_share 0.169 \
    slowest_stage "dfrtp_1" \
    hp-start "buf_operation[2]$_DFF_PN0_" \
    vias_per_cell 8.03 \
    placed_cells 2318 \
    leakagePower_nw 6.41 \
    cts_hold_buf 0 \
    ys_async_sr_fraction 1.00 \
    grt_max_degree 67 \
    grt_pass1_wl_um 119000 \
    critPathBufInv 2 \
    syn_area_per_cell_um2 7.60 \
    drtIter0Drc 3894 \
    power_density_nw_per_um2 102 \
    holdPathStages 3 \
    crit_type "flip-flop to flip-flop" \
    top_area_cell "dfrtp_1" \
    ant_nets 0 \
    core-area_um2 29000 \
    cts_setup_buffers 0 \
    drive_gt1_frac 0.101 \
    cp_max_fo 13 \
    cts.clk_slew.worst_paths_ns 0.11 \
    skew_ns 0.0342 \
    antenna_found_initial 4 \
    worst-slew-pin-transition_ns 1.06 \
    final_max_slew_viol_count 0 \
    tool_warnings 89 \
    clockRootBuffer "clkbuf_16" \
    final-instance-count-excl-fill 2338 \
    postCtsResizedCells 0 \
    crit_top_cell "inv_1" \
    logic_area_um2 11100 \
    io_buffers 102 \
    hold_viol 0 \
    fill_cells 2681 \
    drc 0 \
    maxSlewHeadroom 0.294 \
    ys_cells 1964 \
    die_height_um 175 \
    die_area_um2 30600 \
    min_to "alu_out[14]$_DFF_PN0_" \
    clock_path_buffers 2 \
    place_hpwl_um 57200 \
    flop_cell "dfrtp_1" \
    num_vias 18800 \
    insertion_delay_ns 0.41 \
    dr.pass1.iters 22 \
    ir_worst_vdd_mv 0.134 \
    worstSetupStartpointType "flip-flop" \
    cpLargestDelayFamily "AND-OR/OR-AND gates" \
    h-tree-depth 3 \
    flop_area_um2 2540 \
    rows 62 \
    period_minus_slack_ns 4.65 \
    fmax_mhz 215 \
    timing.rr.start "buf_operand_a[5]$_DFF_PN0_" \
    syn2layout_area_growth_pct 10.5 \
    top_cell_area_share 0.169 \
    track_usage 0.546 \
    r2r_slack_ns 4.45 \
    lay_top_cells "nor2_1 (168), nand2_1 (136), a21oi_1 (123)" \
    slowest_delay_ns 0.85 \
    path_cells "inv_1, ha_1, inv_1, a221oi_2, and3_1, o2bb2ai_1, o31a_1, a31o_1, and4_1, o41ai_1, a32o_1" \
    pin_count 103 \
    avgRoutedWirePerCell_um 35.1 \
    drt-total-wl_um 82200 \
    holdCritPathClass "flip-flop to flip-flop" \
    status "finished, final reports clean" \
    synth-area-yosys_um2 14900 \
    synth.distinct_cells 97 \
    maxCapViolations 0 \
    setup_tns_ns 0 \
]
layout make-up:
cell class / count / area share
Antenna cell: 5 / 0.000758
Tap cell: 384 / 0.0291
Multi-Input combinational cell: 1546 / 0.674
Inverter: 96 / 0.0218
Sequential cell: 101 / 0.154
Clock inverter: 6 / 0.00485
Clock buffer: 9 / 0.0136
Timing Repair Buffer: 191 / 0.102
kinds of logic after synthesis:
family                     synth area share
AOI/OAI and AO/OA                     0.357
and+or+nand+nor                       0.186
buffers and inverters                0.0877
muxes                                 0.103
DFF                                   0.169
adders and majority gates            0.0831
xor gates and xnor gates             0.0152
state kept, by name, indices dropped and copies added, names as in the netlist:
name and cells:
buf_operation 3, buf_operand_b 32, alu_out 32, buf_add_sub 1, buf_operand_a 32, buf_logic_arithmetic 1
worst reg2reg max path: stages (launching register included):
cell       delay [ns]
dfrtp_1          0.85
inv_1            0.27
ha_1             0.54
inv_1            0.11
a221oi_2         0.60
and3_1           0.32
o2bb2ai_1        0.20
o31a_1           0.41
a31o_1           0.27
and4_1           0.22
o41ai_1          0.54
a32o_1           0.26
report_power, final:
part           leakage [nW]  switching (W)  total (W)  internal, W
registers              1.21      0.0000410   0.000521     0.000480
clock network         0.151       0.000216   0.000434     0.000218
logic                  5.05       0.000468   0.000726     0.000258
total                  6.41       0.000725    0.00168     0.000956
worst max-delay path by stage:
| stage | startpoint | end | slack, ns | cells after the start |
|---|---|---|---|---|
| 4_1_cts | buf_operand_b[2]$_DFF_PN0_ | alu_out[21]$_DFF_PN0_ | 4.75 | 11 |
| 5_1_grt | buf_operand_a[5]$_DFF_PN0_ | alu_out[0]$_DFF_PN0_ | 4.43 | 11 |
| 6_report | buf_operand_a[5]$_DFF_PN0_ | alu_out[0]$_DFF_PN0_ | 4.45 | 11 |
per-stage QoR:
stage	cell area [um2]	power (W)
2_1_floorplan	14900	0.000928
3_3_place_gp	16200	0.00121
3_5_place_dp	16200	0.00121
4_1_cts	16500	0.00164
5_1_grt	16500	0.00173
6_report	16500	0.00168
routing by layer:
| metal | global-route usage | up-vias | part of all wire | routed length, um |
|---|---|---|---|---|
| met5 | 0.0176 | - | 0.0019 | 154 |
| met4 | 0.270 | 8 | 0.078 | 6420 |
| met3 | 0.299 | 561 | 0.17 | 14200 |
| met2 | 0.733 | 1942 | 0.39 | 31800 |
| met1 | 0.708 | 8767 | 0.36 | 29600 |
| li1 | - | 7492 | - | - |
Yosys cell counts (all sizes together), types with 6 or more instances:
cell     number
nor2        172
nand2       137
clkbuf      136
o21ai       127
a21oi       123
dfrtp       101
ha           96
inv          96
a22oi        91
buf          85
mux2i        81
nor3         61
a221oi       49
o22ai        47
nand4        41
nand3        37
a211oi       34
a222oi       32
a31oi        30
mux4         28
a21o         25
a22o         22
xnor2        20
a32oi        19
nor4         19
o211ai       17
nand2b       16
nor2b        14
and3         13
or3          13
o31ai        12
a221o        11
o21bai       11
a2111oi       9
a211o         8
a311oi        8
and2          8
mux2          8
a31o          7
o221ai        7
o21a          6
or2           6
xor2          6
Power and IR drop assume default switching activity.
